### design/flow/config.mk
export PLATFORM = sky130hd
export DESIGN_NAME = ALU16
export DESIGN_NICKNAME = ALU16
export VERILOG_FILES = /design/flow/design.v
export SDC_FILE = /design/flow/constraint.sdc
export NUM_CORES = 4
export LEC_CHECK = 1
export CORE_UTILIZATION = 40
### design/flow/constraint.sdc
current_design ALU16

set clk_period 10.7
set clk_io_pct 0.2

create_clock -name clk0 -period $clk_period

set non_clock_inputs [all_inputs -no_clocks]
set_input_delay [expr $clk_period * $clk_io_pct] -clock clk0 $non_clock_inputs
set_output_delay [expr $clk_period * $clk_io_pct] -clock clk0 [all_outputs]
### design/flow/design.v
`timescale 1ns/1ns
module ALU16(input signed [15:0] inN , inM , input [2:0] opc , input inC , output reg signed [15:0] outF , output zer , neg);
    always @(inN , inM , opc) begin
	outF = 16'b0;
        case (opc)
            3'd0 : outF = inN + inM + inC;
            3'd1 : outF = inM + (inN >>> 1'b1);
            3'd2 : outF = (inN > inM) ? inN : inM;
            3'd3 : outF = inM + (inM <<< 1'b1);
            3'd4 : outF = inN & inM;
            3'd5 : outF = inN | inM;
            3'd6 : outF = ~inM;
            3'd7 : outF = 16'b0;
        endcase
    end
    assign neg = outF[15];
    assign zer = ~|outF;
endmodule
### design/flow/run.sh
#!/bin/bash
# OpenROAD 26Q1-2900-gdf79404cd8, Yosys 0.63+post, stock flow scripts
make -C /OpenROAD-flow-scripts/flow DESIGN_CONFIG=/design/flow/config.mk WORK_HOME=/design/flow/orfs finish
==> flow_results.org <==
#+TITLE: Physical design notes

** Outcome
- The flow ran to the end, and the final reports show no timing, DRC or antenna violations.

** Routing
- Via-to-Cell Ratio :: 5.886
- Summing over every cut layer, the via total after detailed routing is 4285.
- Length of the first detailed-routing pass in iterations :: 5
- Once detail routing completed, the nets flagged for antenna violations numbered 0.
- In this run, the number of DRC markers left after iteration 0 of detailed routing was ~260.
- The routed design ends up with an antenna cell count of 0.
- TritonRoute reported its final design rule violation total as 0.
- The final layout contains routed wiring with a total length of 13730 um.
- In the final routed layout, each cell accounts on average for 18.86 um.

** Setup path
- Slowest stage delay, CP :: ~0.8 ns
- Crit path max fanout :: 16
- The worst setup path is of the input port to output pin kind.
- Kind of cell with the highest combined delay on the critical path :: simple AND/OR/NAND/NOR gates
- STA puts the critical path data arrival time at 7.19 ns.
- CP most frequent cell :: sky130_fd_sc_hd__clkdlybuf4s50_1
- Walking the critical path from launch to capture passes 13 cell instances.
- Startpoint type of the worst setup path :: input port
- STA classifies the critical path endpoint as an output pin.
- The cell sequence reported for the critical path is clkdlybuf4s50_1 > inv_1 > ha_1 > nor4_2 > and4_1 > a32o_1 > or2_1 > mux2i_1 > o211ai_1 > or3_1 > nor4_1 > and2_1 > clkdlybuf4s50_1.
- The critical path endpoint has a required time of between 8 and 9 ns.
- Buffers & Inverters on Critical Path :: 3
- Per the STA report, the cell with the highest stage delay on the worst path is sky130_fd_sc_hd__or2_1.

** Placement
- Weighted congestion reported at the end of routability-driven placement :: 1.012
- Half-perimeter wire length after placement :: 10560 um
- IO Port Bufs :: 54
- Placed instance count :: around 730

** GRT
- Entering global routing, the biggest net connects 26 pins.
- The first global-routing pass estimated 21780 um of wire.
- Number of antenna violations at the first check in global routing :: 0
- All-Layer GR Usage :: around 29%
- Via count of the first global-routing pass :: 3954
- Residual overflow from global routing :: 0

** STA
- Remaining max-slew budget at the tightest pin :: 39.65%
- The end-of-flow timing check tallies setup violations at 0.
- Max Clk Rate :: 0.1072 GHz
- Looking at the max-slew report, the worst-margin pin has a slew of 0.9052 ns.
- Final Hold Vio Count :: 0
- Share of the cycle needed by the critical path after routing :: 87.16%
- Number of pins with negative max-slew slack in the final report :: 0
- Unrepaired setup endpoints after global routing :: no
- Post-Route Setup TNS :: 0 ns
- Subtracting the final worst setup slack from the clock period gives 9.326 ns.

** Layout
- Proportion of layout cells with a drive suffix above 1 :: 2.504%
- The layout report lists the combined flip-flop and latch area as 0 um2.
- Most frequent logic cell in the layout :: sky130_fd_sc_hd__ha_1
- Top Layout Cells :: 77 x sky130_fd_sc_hd__ha_1, 54 x sky130_fd_sc_hd__clkdlybuf4s50_1, 52 x sky130_fd_sc_hd__o21ai_0
- Leaving out buffers and inverters, the combinational logic in the layout accounts for 3563 um2.
- Counting the clock-network buffers in the layout gives 0.
- Fill cells in the final layout number roughly 940.
- Cell Count, Final, Fillers Out :: 728
- The design has 0 sequential cells.
- Post-synthesis to final-layout area growth :: 16.98%

** Synth
- Unique cell type count in the Yosys netlist :: roughly 65
- Before any placement, the netlist area is recorded as 3810 um2.
- Synthesis produced a netlist whose cell count is 559.
- Cell count in the Yosys report :: ~560
- Dividing the synthesized area by the synthesized cell count gives 6.816 um2.
- Warnings reported by Yosys during synthesis add up to 1.
- Chip area from the yosys synthesis statistics :: 3810 um2
- Seq share, synth :: 0%

** Floorplan
- Core Region :: a little over 9000 um2
- According to the floorplan log, the row count is 35.
- The chip occupies about 9900 um2.
- Die X-Extent :: 99.60 um
- According to the floorplan report, the die height is 99.60 um.
- Total I/O pin count :: 54
- The share of the core area taken by cells at floorplan is 41.23%.

** Run
- Tool warning count :: 64
- The run reported a max-capacitance violation count of 0.

** Pwr
- In this run the static leakage power is 1.921 nW.
- The report lists the power per cell area as 56.52 nW/um2.
- The worst-case IR drop observed on VDD is 0.02752 mV.
- Post-layout total power :: 0.2519 mW

** Min path
- The most critical min-delay path falls under input port to output pin.
- Counting instances, the worst hold path has a depth of 6.

** Clock network
- Buffers added to address setup during post-CTS repair amount to 0.
- Resized cells post-CTS :: 0
- The report puts the hold buffer count at CTS at 0.
==> where the power goes <==
group	switching [mW]	internal, mW
combinational	0.140	0.112
clock	0	0
sequential	0	0
total	0.140	0.112
==> final cells by class <==
class,count,area share [%]
inverter,41,3.453
tap,129,3.622
timing repair buffer,59,12.97
multi-input combinational,499,79.96
==> layer usage <==
metal | vias up | wire [um] | GRT usage (%)
li1 | 2159 | - | -
met1 | 1950 | 6542 | 43.45
met2 | 158 | 5929 | 44.28
met3 | 18 | 1031 | 3.360
met4 | 0 | 225 | 4.412
met5 | - | 0 | 0
==> kinds of logic (layout without fill, tap and decap cells) <==
family | after synthesis | in the layout | share of synthesized area (%)
buffers and inverters | 60 | 100 | 6.469
AND/OR/NAND/NOR | 181 | 181 | 23.68
multiplexers | 5 | 5 | 1.314
AND-OR/OR-AND | 206 | 206 | 35.17
XOR/XNOR | 26 | 26 | 5.977
adder cells (fa/ha/maj) | 81 | 81 | 27.39
==> through the flow <==
| step | worst slack, ns | area [um2] | hold slack (ns) | utilization (%) |
|---|---|---|---|---|
| 5_1_grt | 1.175 | 4457 | 5.548 | 48.23 |
| 3_5_place_dp | 1.475 | 4457 | 5.466 | 48.23 |
| 2_1_floorplan | 3.790 | 3810 | 4.419 | - |
| 6_report | 1.374 | 4457 | 5.467 | 48.23 |
| 3_3_place_gp | 1.473 | 4457 | 5.470 | 48.23 |
| 4_1_cts | 1.453 | 4457 | 5.474 | 48.23 |
==> synthesized netlist by cell type, types with 6 or more instances <==
library cell                n  area, um2
sky130_fd_sc_hd__nor3_1    29      145.1
sky130_fd_sc_hd__o21a_1     6      45.04
sky130_fd_sc_hd__xnor2_1   19      166.4
sky130_fd_sc_hd__or3_1      6      37.54
sky130_fd_sc_hd__nor2b_1   11      68.82
sky130_fd_sc_hd__nor2_1    49      183.9
sky130_fd_sc_hd__o211ai_1  12      90.09
sky130_fd_sc_hd__a21o_1    11      82.58
sky130_fd_sc_hd__clkbuf_1  14      52.55
sky130_fd_sc_hd__o21ai_0   52      260.3
sky130_fd_sc_hd__inv_1     40      150.1
sky130_fd_sc_hd__nand3_1   11      55.05
sky130_fd_sc_hd__nand2_1   40      150.1
sky130_fd_sc_hd__a211oi_1   9      67.56
sky130_fd_sc_hd__a31oi_1    7      43.79
sky130_fd_sc_hd__ha_1      77      963.4
sky130_fd_sc_hd__xor2_1     7      61.31
sky130_fd_sc_hd__a21oi_1   43      215.2
sky130_fd_sc_hd__nand2b_1  10      62.56
sky130_fd_sc_hd__o22ai_1   19      118.9
==> worst paths after layout <==
| check | start | endpoint | slack, ns |
|---|---|---|---|
| setup / recovery | inM[13] | zer | 1.37 |
| hold / removal | inC | outF[0] | 5.47 |
Power figures rest on the tool's default switching activity, not on a simulated workload.
