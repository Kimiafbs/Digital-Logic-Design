==> design.v <==
`timescale 1ns/1ns
module shifter_b(input [3:0] si , input clk , shn , rst , output reg [3:0] so);
    reg [3:0] s_array [0:7];
    integer i;
    always @(posedge clk or posedge rst) begin
        if (rst) begin
            for (i = 0; i < 8; i = i + 1) begin
                s_array[i] = 4'd0;
            end
        end
        else if (shn) begin
            s_array[0] = si;
            for (i = 7; i > 0; i = i - 1) begin
                s_array[i] = s_array[i-1];
            end
        end
    end
    assign so = s_array[7];
endmodule
==> run.sh <==
#!/bin/bash
# OpenROAD 26Q1-2900-gdf79404cd8, Yosys 0.63+post, stock flow scripts
make -C /OpenROAD-flow-scripts/flow DESIGN_CONFIG=/design/flow/config.mk WORK_HOME=/design/flow/orfs finish
==> config.mk <==
export PLATFORM = sky130hd
export DESIGN_NAME = shifter_b
export DESIGN_NICKNAME = shifter_b
export VERILOG_FILES = /design/flow/design.v
export SDC_FILE = /design/flow/constraint.sdc
export NUM_CORES = 4
export LEC_CHECK = 1
export CORE_AREA = 10 10 102 102
export DIE_AREA = 0 0 112 112
==> constraint.sdc <==
current_design shifter_b

set clk_period 1.5
set clk_io_pct 0.2

create_clock -name clk0 -period $clk_period [get_ports {clk}]

set non_clock_inputs [all_inputs -no_clocks]
set_input_delay [expr $clk_period * $clk_io_pct] -clock clk0 $non_clock_inputs
set_output_delay [expr $clk_period * $clk_io_pct] -clock clk0 [all_outputs]
==> metrics.csv <==
metric;value;unit
status;finished clean;
drt_iter0_drc;19;
ys_cells;60;
vias;487;
fin_crit;1.42;ns
critPathLaunchType;flip-flop;
power_density;1340;mW/mm2
max_freq;704;MHz
worstMarginPinSlew;0.343;ns
min_path_type;in2async;
p_clk_frac;0.239;
min_period_over_period;0.947;
clock_path_buffers;2;
fin_hold_ws;0.396;ns
io_pins;11;
cts_root_buf;clkbuf_8;
numCtsBuffers;3;
antenna_found_initial;0;
crit_fanout;2;
gp_congestion;0.674;
synth_cells;60;
core-area;0.00822;mm2
critPathSlowestCell;clkdlybuf4s50_1;
p_sw;0.402;mW
grt_usage;0.0252;
ctsHoldBuffers;0;
cp_cell_sequence;clkdlybuf4s50_1;
wl_per_cell;8.61;um
drt_wl_total;1.53;mm
drcViolationCount;0;
die_h;112;um
syn_area;0.00115;mm2
yosysUniqueCellTypes;6;
slew-limit-headroom;0.771;
cts_resized;0;
chip_area;0.0125;mm2
p_int;1.49;mW
placed_area;0.00135;mm2
grt_pass1_wl;2.66;mm
slowest_delay;0.49;ns
first_global_vias;490;
comb_power_share;0.210;
ys_chip_area;0.00115;mm2
final_common_cell;dfrtp_1;
rsz0062_at_grt;no;
hpwl;1.03;mm
hold_violations;0;
clock_sinks;28;
cp.arrival;1.12;ns
criticalPathCategory;reg2out;
openroad.warnings;25;
maxSlewViolCount;0;
viasPerCell;2.74;
drive_above_1_share;0.466;
area_growth;22.9;%
largest_register_ffs;28;
setup.worst_path.end_class;primary output;
floorplan.core_util;0.139;
setup_viol;0;
fp.dieW;112;um
seqPwrFrac;0.551;
irDropWorstVdd;0.553;mV
synth-seq-cells;28;
maxCapViolCount;0;
clk_pin_slew;0.09;ns
lay_top_cells;dfrtp_1, mux2_4, clkdlybuf4s50_1;
ant_nets;0;
rows;33;
cp_top_family;buffers and inverters;
io_buffer_count;10;
overflow;0;
num-fill-cells;883;
required;1.20;ns
drt_pass1_iterations;2;
insertion_delay;0.27;ns
htreeDepth;1;
grt_max_degree;29;
design_area;0.00141;mm2
post_cts_buffers;0;
worstPathBufferInverterCount;1;
power.leakage;0.614;nW
yosys_warnings;3;
ys_seq_share;0.611;
skew;0.00288;ns
syn_avg_cell_area;19.1;um2
antenna_cells;0;
swShare;0.213;
cts_tree;done;
[cell usage after synthesis]
cell type / number / share of area
mux2_2: 8 / 0.079
dfrtp_1: 28 / 0.61
mux2_4: 20 / 0.26
buf_12: 2 / 0.035
buf_6: 1 / 0.0098
inv_1: 1 / 0.0033
[layout make-up]
| cell class | count | area [um2] | share of cell area |
|---|---|---|---|
| well taps | 105 | 131 | 0.0933 |
| repair buffers | 12 | 128 | 0.0906 |
| inverters | 1 | 3.75 | 0.00266 |
| multi-input cells | 28 | 390 | 0.277 |
| flip-flops and latches | 28 | 701 | 0.497 |
| clock buffers | 4 | 55.1 | 0.0391 |
[stage by stage]
| stage | power, mW | util | TNS [ns] | setup slack [ns] | cells |
|---|---|---|---|---|---|
| floorplan | 1.31 | - | 0 | 0.515 | 60 |
| global placement | 1.45 | 0.165 | -0.107 | -0.0148 | 174 |
| detailed placement | 1.46 | 0.165 | -0.132 | -0.0177 | 174 |
| CTS | 1.92 | 0.171 | 0 | 0.0485 | 178 |
| global route | 2.01 | 0.171 | 0 | 0.0128 | 178 |
| finish | 1.89 | 0.171 | 0 | 0.0801 | 178 |
[kinds of logic (layout without fill, tap and decap cells)]
family	after synthesis	count (layout)	share of synthesized area
buffers and inverters	4	17	0.0480
muxes	28	28	0.341
DFF	28	28	0.611
[metal layers]
| metal | track usage | wire length, um |
|---|---|---|
| met2 | 0.0280 | 557 |
| met4 | 0.00169 | 0 |
| met1 | 0.0425 | 888 |
| met5 | 0 | 0 |
| met3 | 0.0114 | 88 |
[worst paths after layout]
kind	start	to	slack, ns	depth (start not counted)
worst max-delay path	s_array[7][0]	so[0]	0.08	1
worst min-delay path	rst	s_array[7][0]	0.40	3
worst max register to register	s_array[6][1]	s_array[6][1]	0.73	1
worst min register to register	s_array[4][1]	s_array[5][1]	0.51	1
max in group asynchronous	rst	s_array[2][0]	0.85	3
min in group clk0	s_array[4][1]	s_array[5][1]	0.51	1
[power groups by stage]
stage | clock network (mW) | registers [mW] | logic, mW
after CTS | 0.473 | 1.04 | 0.407
after global routing | 0.510 | 1.07 | 0.429
final | 0.451 | 1.04 | 0.397
Power is estimated from default activity; no workload was simulated.
