[/design/flow/config.mk]
export PLATFORM = sky130hd
export DESIGN_NAME = shifter
export DESIGN_NICKNAME = shifter
export VERILOG_FILES = /design/flow/design.v
export SDC_FILE = /design/flow/constraint.sdc
export NUM_CORES = 4
export LEC_CHECK = 1
export CORE_AREA = 10 10 98 98
export DIE_AREA = 0 0 108 108
[/design/flow/constraint.sdc]
current_design shifter

set clk_period 1.0
set clk_io_pct 0.2

create_clock -name clk0 -period $clk_period [get_ports {clk}]

set non_clock_inputs [all_inputs -no_clocks]
set_input_delay [expr $clk_period * $clk_io_pct] -clock clk0 $non_clock_inputs
set_output_delay [expr $clk_period * $clk_io_pct] -clock clk0 [all_outputs]
[/design/flow/design.v]
`timescale 1ns/1ns
module register4(input [3:0] PI , input clk , cen , rst , output reg [3:0] PO);
    always @ (posedge clk , posedge rst) begin 
        if (rst) PO <= 4'd0;
        else if (cen) PO <= PI;
    end
endmodule
`timescale 1ns/1ns
module shifter (input [3:0] si , input clk , shn , rst , output reg [3:0] so);
    wire [3:0] stage [0:7];
    genvar i;
    generate
        for (i = 0; i < 8; i = i + 1) begin : shift_stage
            if (i == 0) begin
                register4 stage_reg (si , clk , shn , rst , stage[i]);
            end else begin
                register4 stage_reg (stage[i-1] , clk , shn , rst , stage[i]);
            end
        end
    endgenerate
    assign so = stage[7];
endmodule
[/design/flow/run.sh]
#!/bin/bash
# OpenROAD 26Q1-2900-gdf79404cd8, Yosys 0.63+post, stock flow scripts
make -C /OpenROAD-flow-scripts/flow DESIGN_CONFIG=/design/flow/config.mk WORK_HOME=/design/flow/orfs finish
==> impl_metrics.py <==
# Generated from Yosys and OpenROAD reports
metrics = {
    "final_layout": {
        "syn_to_final_growth_pct": 26.3,
        "top_register": "shift_stage.genblk1.stage_reg.PO",
        "largest_register_ffs": 32,
        "top_regs": "shift_stage.genblk1.stage_reg.PO x32",
        "layout-drive-gt1-share": 0.587,
        "fillers": 781,
    },
    "worst_setup_path": {
        "crit_fanout": 2,
        "cp-end-kind": "flip-flop",
        "critPathKind": "reg -> reg",
        "crit_chain": "buf_4 -> buf_4 -> mux2_4",
        "critPathSlowestCell": "dfrtp_1",
        "crit_top_cell": "buf_4",
        "start_kind": "flip-flop",
        "cpPeakStageDelay_ps": 370,
        "required_ps": 1170,
        "cp_data_arrival_time_ps": 1140,
    },
    "clock_tree": {
        "clock_latency_ps": 280,
        "cts_buffers": 5,
        "clk_pin_slew_ps": 60,
        "cts_tree": "yes",
        "htreeDepth": 2,
        "clock_path_buffers": 2,
        "root_buffer": "clkbuf_8",
        "numClockSinks": 32,
        "cts_hold_buffers": 0,
    },
    "routing": {
        "routedLengthMet1_um": 985,
        "dr_wl_met2_um": 647,
        "ant_nets": 0,
        "wl_met3_um": 163,
        "top_layer": "met4",
        "viasPerCell": 3.10,
        "routed_wl_mm": 1.84,
        "vias": 601,
        "wl_per_cell_um": 9.50,
        "dr.first_iter.drc_count": 6,
        "diodes": 0,
        "dr.pass1.iters": 2,
        "drc": 0,
    },
    "logic_synthesis": {
        "ys_ff": 32,
        "common_cells": "dfrtp_1, mux2_4, buf_12, mux2_2",
        "edf_count": 0,
        "yosys-top-cells-area": "dfrtp_1, mux2_4, buf_12, mux2_2, buf_6",
        "synth_warnings": 4,
        "ys_seq_frac": 0.594,
        "ys_cells": 69,
        "post-synth-top-count-cell": "dfrtp_1",
        "syn_area_per_cell_um2": 19.5,
        "yosys_area_um2": 1350,
        "async_flop_share": 1.00,
        "postSynthCellCount": 69,
        "synthFlopType": "dfrtp_1",
        "largest_area_cell": "dfrtp_1",
        "ys_types": 6,
        "yosysTopAreaCellShare": 0.594,
        "syn_area_um2": 1350,
    },
    "final_timing": {
        "fmax_mhz": 1020,
        "timing.final.crit_share": 0.977,
        "drv_slew": 0,
        "skew_ps": 5.02,
        "tightest_slew_ps": 174,
        "setup_viol": 0,
        "fin_crit_ps": 977,
        "hold_viol": 0,
        "slew_headroom": 0.884,
        "rsz0062_at_grt": "yes",
        "whs_ps": 255,
    },
    "job": {
        "cap_viol_max_count": 0,
        "warnings": 26,
    },
    "grt": {
        "antenna_found_initial": 0,
        "grt_pass1_vias": 641,
        "grt-ovfl-total": 0,
        "grt_max_degree": 33,
        "grt_usage": 0.0371,
        "grt_pass1_wl_mm": 3.48,
    },
    "power_and_ir_drop": {
        "ir_worst_vdd_uv": 1090,
        "leakagePower_nw": 0.796,
        "p_total_mw": 3.98,
        "powerDensity_nw_per_um2": 2340,
    },
    "placed_design": {
        "place.gp.congestion": 0.712,
        "detailed_place_hpwl_mm": 1.18,
        "io_buffers": 10,
    },
    "floorplan": {
        "die_y_um": 108,
        "io_pins": 11,
        "die-width_um": 108,
        "core_um2": 7650,
        "row_count": 32,
        "die_area_um2": 11700,
        "fp-utilization": 0.176,
    },
    "worst_hold_path": {
        "hp-class": "in -> async",
    },
    "status": {
        "outcome": "finished, final reports clean",
    },
}
critical path, delay by kind of cell, from the launching register on:
family   cells  cell delay [ps]
flops        1              370
buf+inv      2              250
mux          1              250
placed cells by master, fill, tap and decap left out:
cell	synthesis	final
dfrtp_1	32	32
mux2_4	30	30
clkbuf_8	0	7
buf_4	0	6
clkdlybuf4s50_1	0	5
buf_2	0	5
mux2_2	2	2
buf_12	3	2
inv_1	1	1
bufinv_16	0	1
buf_6	1	1
path summary, 6_finish.rpt:
path                                                                         start                                                 end  slack [ps]  cells after the start
worst max-delay path            shift_stage[7].genblk1.stage_reg.PO[2]$_DFFE_PP0P_  shift_stage[7].genblk1.stage_reg.PO[2]$_DFFE_PP0P_          20                      3
worst min-delay path                                                           rst  shift_stage[0].genblk1.stage_reg.PO[3]$_DFFE_PP0P_         250                      3
worst max register to register  shift_stage[7].genblk1.stage_reg.PO[2]$_DFFE_PP0P_  shift_stage[7].genblk1.stage_reg.PO[2]$_DFFE_PP0P_          20                      3
worst min register to register  shift_stage[4].genblk1.stage_reg.PO[3]$_DFFE_PP0P_  shift_stage[5].genblk1.stage_reg.PO[3]$_DFFE_PP0P_         510                      1
max in group asynchronous                                                      rst  shift_stage[3].genblk1.stage_reg.PO[2]$_DFFE_PP0P_         580                      3
min in group clk0                                                              shn  shift_stage[1].genblk1.stage_reg.PO[3]$_DFFE_PP0P_         370                      3
routing by layer:
layer | vias up | track usage
li1 | 279 | -
met1 | 303 | 0.0577
met2 | 15 | 0.0409
met3 | 4 | 0.0223
met4 | 0 | 0.00859
met5 | - | 0
cells by family after synthesis:
logic type / count (synthesis) / share of synthesized area
buffers and inverters: 5 / 0.0557
muxes: 32 / 0.351
DFF: 32 / 0.594
where the power goes:
| group | leakage [nW] | internal, mW | switching (mW) |
|---|---|---|---|
| clock network | 0.0645 | 0.878 | 0.458 |
| registers | 0.378 | 1.64 | 0.186 |
| logic | 0.354 | 0.633 | 0.181 |
area by class of cell:
| cell class | instances | area (um2) | area share |
|---|---|---|---|
| timing repair buffer | 19 | 171 | 0.101 |
| tap | 102 | 128 | 0.0749 |
| multi-input combinational | 32 | 473 | 0.278 |
| sequential | 32 | 801 | 0.470 |
| inverter | 1 | 3.75 | 0.00220 |
| clock inverter | 1 | 30.0 | 0.0176 |
| clock buffer | 7 | 96.3 | 0.0566 |
through the flow:
| step | setup TNS (ps) | instance area [um2] | utilization | instances | setup slack [ps] |
|---|---|---|---|---|---|
| 2_1_floorplan | 0 | 1350 | - | 69 | 109 |
| 3_3_place_gp | -17.6 | 1590 | 0.207 | 185 | -8.21 |
| 3_5_place_dp | -13.5 | 1590 | 0.207 | 185 | -4.98 |
| 4_1_cts | 0 | 1710 | 0.224 | 196 | 7.79 |
| 5_1_grt | -108 | 1700 | 0.223 | 194 | -30.9 |
| 6_report | 0 | 1700 | 0.223 | 194 | 22.8 |
what timing repair did:
action,4_1_cts,5_1_grt
pin swaps,0,0
buffers inserted,3,0
endpoints found under the setup margin,4,7
gates resized,12,1
No activity file was given, so power comes from the tool's default toggle rates.
